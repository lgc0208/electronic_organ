==> flow/design.v <==
module division(clk, clk_out);
	parameter DIV_NUM = 1;  
	input clk;
	output reg clk_out;
	reg [19:0]count;
	always@(posedge clk)
	begin
		if(count == DIV_NUM)
		begin
			clk_out <= !clk_out;
			count <= 0;
		end
		else
			count <= count + 1;
	end
endmodule
module show_LED(clk, SW, key, row,col_r, col_g);
	input clk;
	input [2:0]SW;
	input [6:0]key;
	output reg [7:0]row,col_r, col_g;
	reg [2:0] count;
	wire clk_3r, clk_1g;
	reg [2:0] count_r, count_g;
	division #(1/8) d1r(.clk(clk), .clk_out(clk_3r));
	division #(3/8) d2g(.clk(clk), .clk_out(clk_1g));
	always @(posedge clk)
	begin
		if(count == 3'b111)
			count <= 3'b000;
		else
			count <= count + 1'b1;
	end
	always @(posedge clk_3r)
	begin
		if(count_r == 3'b111)
			count_r <= 3'b000;
		else
			count_r <= count_r + 1'b1;
	end
	always @(posedge clk_1g)
	begin
		if(count_g == 3'b111)
			count_g <= 3'b000;
		else
			count_g <= count_g + 1'b1;
	end
	always@(count or count_r or count_g)
	begin
		if(SW == 3'b001)
		begin
			case(count_r)
			3'b000:begin row <= 8'b1111_1111; col_r <= 8'b0000_0000; end
			3'b001:begin row <= 8'b1011_1111; col_r <= 8'b0100_0000; end
			3'b010:begin row <= 8'b1101_1111; col_r <= 8'b0110_0000; end
			3'b011:begin row <= 8'b1110_1111; col_r <= 8'b0111_0000; end
			3'b100:begin row <= 8'b1111_0111; col_r <= 8'b0111_1000; end
			3'b101:begin row <= 8'b1111_1011; col_r <= 8'b0111_1100; end
			3'b110:begin row <= 8'b1111_1101; col_r <= 8'b0111_1110; end
			3'b111:begin row <= 8'b1111_1110; col_r <= 8'b0111_1111; end
			endcase
			case(count_g)
			3'b000:begin row <= 8'b1111_1111; col_g <= 8'b0000_0000; end
			3'b001:begin row <= 8'b1011_1111; col_g <= 8'b0100_0000; end
			3'b010:begin row <= 8'b1101_1111; col_g <= 8'b0110_0000; end
			3'b011:begin row <= 8'b1110_1111; col_g <= 8'b0111_0000; end
			3'b100:begin row <= 8'b1111_0111; col_g <= 8'b0111_1000; end
			3'b101:begin row <= 8'b1111_1011; col_g <= 8'b0111_1100; end
			3'b110:begin row <= 8'b1111_1101; col_g <= 8'b0111_1110; end
			3'b111:begin row <= 8'b1111_1110; col_g <= 8'b0111_1111; end
			endcase
		end
		else if(SW == 3'b010)
		begin
			case(count)
			3'b000:begin row <= 8'b1111_1111; col_r <= 8'b0000_0000; col_g <= 8'b0000_0000; end
			3'b001:begin row <= 8'b1011_1111; col_r <= 8'b0100_0000; col_g <= 8'b0000_0000; end
			3'b010:begin row <= 8'b1101_1111; col_r <= 8'b0110_0000; col_g <= 8'b0000_0000; end
			3'b011:begin row <= 8'b1110_1111; col_r <= 8'b0111_0000; col_g <= 8'b0000_0000; end
			3'b100:begin row <= 8'b1111_0111; col_r <= 8'b0111_1000; col_g <= 8'b0000_0000; end
			3'b101:begin row <= 8'b1111_1011; col_r <= 8'b0111_1100; col_g <= 8'b0000_0000; end
			3'b110:begin row <= 8'b1111_1101; col_r <= 8'b0111_1110; col_g <= 8'b0000_0000; end
			3'b111:begin row <= 8'b1111_1110; col_r <= 8'b0111_1111; col_g <= 8'b0000_0000; end
			endcase
		end
		else if(SW == 3'b100)
		begin
			case(count)
			3'b000:begin row <= 8'b1111_1111; col_r <= 8'b0000_0000; col_g <= 8'b0000_0000; end
			3'b001:begin row <= 8'b1011_1111; col_r <= 8'b0000_0000; col_g <= 8'b0100_0000; end
			3'b010:begin row <= 8'b1101_1111; col_r <= 8'b0000_0000; col_g <= 8'b0110_0000; end
			3'b011:begin row <= 8'b1110_1111; col_r <= 8'b0000_0000; col_g <= 8'b0111_0000; end
			3'b100:begin row <= 8'b1111_0111; col_r <= 8'b0000_0000; col_g <= 8'b0111_1000; end
			3'b101:begin row <= 8'b1111_1011; col_r <= 8'b0000_0000; col_g <= 8'b0111_1100; end
			3'b110:begin row <= 8'b1111_1101; col_r <= 8'b0000_0000; col_g <= 8'b0111_1110; end
			3'b111:begin row <= 8'b1111_1110; col_r <= 8'b0000_0000; col_g <= 8'b0111_1111; end
			endcase
		end
		else
		begin
			case(count)
			3'b000:begin row <= 8'b0000_0000; col_r <= 8'b0000_0000; col_g <= 8'b0000_0000; end
			3'b001:begin row <= 8'b0000_0000; col_r <= 8'b0000_0000; col_g <= 8'b0000_0000; end
			3'b010:begin row <= 8'b0000_0000; col_r <= 8'b0000_0000; col_g <= 8'b0000_0000; end
			3'b011:begin row <= 8'b0000_0000; col_r <= 8'b0000_0000; col_g <= 8'b0000_0000; end
			3'b100:begin row <= 8'b0000_0000; col_r <= 8'b0000_0000; col_g <= 8'b0000_0000; end
			3'b101:begin row <= 8'b0000_0000; col_r <= 8'b0000_0000; col_g <= 8'b0000_0000; end
			3'b110:begin row <= 8'b0000_0000; col_r <= 8'b0000_0000; col_g <= 8'b0000_0000; end
			3'b111:begin row <= 8'b0000_0000; col_r <= 8'b0000_0000; col_g <= 8'b0000_0000; end
			endcase
		end
		if(key[0] == 1) begin col_r[0] <= 0; col_g[0] <= 0; end
		if(key[1] == 1) begin col_r[1] <= 0; col_g[1] <= 0; end
		if(key[2] == 1) begin col_r[2] <= 0; col_g[2] <= 0; end
		if(key[3] == 1) begin col_r[3] <= 0; col_g[3] <= 0; end
		if(key[4] == 1) begin col_r[4] <= 0; col_g[4] <= 0; end
		if(key[5] == 1) begin col_r[5] <= 0; col_g[5] <= 0; end
		if(key[6] == 1) begin col_r[6] <= 0; col_g[6] <= 0; end
	end	
endmodule
==> flow/run.sh <==
#!/bin/bash
# OpenROAD 26Q1-2900-gdf79404cd8, Yosys 0.63+post, stock flow scripts
make -C /OpenROAD-flow-scripts/flow DESIGN_CONFIG=/design/flow/config.mk WORK_HOME=/design/flow/orfs finish
==> flow/config.mk <==
export PLATFORM = sky130hd
export DESIGN_NAME = show_LED
export DESIGN_NICKNAME = show_LED
export VERILOG_FILES = /design/flow/design.v
export SDC_FILE = /design/flow/constraint.sdc
export NUM_CORES = 4
export LEC_CHECK = 1
export CORE_UTILIZATION = 40
==> flow/constraint.sdc <==
current_design show_LED

set clk_period 4.0
set clk_io_pct 0.2

create_clock -name clk0 -period $clk_period [get_ports {clk}]

set non_clock_inputs [all_inputs -no_clocks]
set_input_delay [expr $clk_period * $clk_io_pct] -clock clk0 $non_clock_inputs
set_output_delay [expr $clk_period * $clk_io_pct] -clock clk0 [all_outputs]
==> impl_metrics.toml <==
# implementation run metrics
[grt]
grt_util_all_layers_pct = 14.1
grt_start_max_net_pins = 19
globalRouteOverflowTotal = 0
antenna_found_initial = 0
global_route_wire_length_before_repair_um = 9960
via_count_of_the_first_global_routing_pass = 2210

[final_layout]
n_fill_cell = 772
flop_area_um2 = 1740
final_layout_size_suffix_gt1_share_pct = 8.81
layout.cells.non_filler = 491
area_of_combinational_cells_with_multiple_inputs_um2 = 1650
synthToLayoutAreaGrowth_pct = 16.5

[synthesis]
synth.distinct_cells = 40
ys_chip_area_um2 = 3520
synth_warnings = 2
share_of_synthesized_registers_carrying_an_async_set_or_reset_pct = 0
synth_top_cell_by_area = "sky130_fd_sc_hd__dfxtp_1"
synthesis.area_um2 = 3520
area_leaders = "sky130_fd_sc_hd__dfxtp_1, sky130_fd_sc_hd__xnor2_1, sky130_fd_sc_hd__ha_1, sky130_fd_sc_hd__nor2b_1, sky130_fd_sc_hd__a22oi_1"
syn-instance-count = 348
ys_ff = 86
synth-seq-area-share_pct = 49.5
synth-edff-count = 2
synth.avg_cell_area_um2 = 10.1
ys.flop_type = "sky130_fd_sc_hd__dfxtp_1"
yosys_cells = 348
post-synth-top-area-fraction_pct = 47.8

[floorplan]
floorplan.core_area_um2 = 8380
top_level_ports = 35
die-height_um = 95.8
chipWidth_um = 95.8
die-area_um2 = 9170
core.rowCount = 33
core_util_floorplan_pct = 42.0

[detailed_routing]
routedWlPerCell_um = 11.9
drt_pre_antenna_iters = 4
avgViaCountPerCell = 4.93
initialDrtViolationCount = 86
route.detailed.drc = 0
finalWirelength_um = 5830
detail-route-antenna-nets = 0
route.antenna.diode_count = 0
routed-via-count = 2422

[setup_path]
critical_path_peak_fanout = 15
launching_element_type_of_the_critical_path = "primary input"
critical_path_arrival_ps = 2850
worst-endpoint-required_ps = 3200
worstSetupPathType = "primary input to output port"
worstSetupEndpointType = "output port"

[sta]
setup_total_negative_slack_ps = 0
max_freq_mhz = 274
worstMarginPinSlew_ps = 501
setup_viol_count_final = 0
slew_headroom_pct = 66.6
timing_hold_violations_final = 0
final-max-slew-violation-count = 0
period_minus_slack_ps = 3650
rsz_0062_raised_after_global_routing = "no"
worst_clock_skew_ps = 5.90
unclocked_pins = 27
unconstrained_endpoints = 27
final.period_utilization_pct = 91.2

[placement]
placement.io_buffers = 32
post-dp-hpwl_um = 4430
finalWeightedCongestion = 0.783
post-place-cells = 475

[power_and_ir_drop]
ir_worst_vdd_mv = 0.167
p_int_uw = 856
sw_frac_of_total_pct = 20.7
power-per-cell-area_nw_per_um2 = 263
power_leakage_uw = 0.00156
finalPower_uw = 1080
power.clock.fraction_pct = 40.8
switching_power_uw = 223
share_seq_of_total_power_pct = 54.7
combinational_fraction_of_design_power_pct = 4.5

[cts]
clock_insertion_delay_worst_skew_ps = 320
htreeDepth = 3
tritoncts = "done"
cts_hold_repair.buffers = 0
clock_path_buffers = 2
number_of_buffers_inserted_by_post_cts_setup_repair = 0
ctsRootBufferMaster = "sky130_fd_sc_hd__clkbuf_8"
cts_inserted_buffers = 9
cts_resized = 0
clk_pin_slew_worst_paths_ps = 60

[worst_hold_path]
hold_class = "flip-flop to flip-flop"

[run]
log.warning_count = 33
drv.max_cap_violation_count = 0

[run_status]
outcome = "finished, final reports clean"
cells by family (layout without fill, tap and decap cells):
group	after synthesis	count (layout)	synth area share, %
buffers and inverters	33	70	3.81
DFF	86	86	49.5
AOI/OAI and AO/OA	31	31	6.26
other	1	2	0.107
xor gates and xnor gates	36	36	8.96
and+or+nand+nor	145	145	25.6
adders and majority gates	16	16	5.69
routing by layer:
layer / wire length [um] / share of wire, % / GRT usage (%)
met2: 2560 / 44 / 22.4
met4: 34 / 0.58 / 2.11
met3: 232 / 4.0 / 1.93
met5: 0 / 0 / 0
met1: 3000 / 52 / 21.7
power groups by stage:
stage / sequential [uW] / combinational (uW) / clock, uW
final: 590 / 48.0 / 440
after global routing: 590 / 52.9 / 487
after CTS: 590 / 48.2 / 458
critical path, cell delays in order:
cell                              delay [ps]
sky130_fd_sc_hd__clkdlybuf4s50_1         600
sky130_fd_sc_hd__and2b_1                 610
sky130_fd_sc_hd__a22oi_1                 170
sky130_fd_sc_hd__nor3_1                  180
sky130_fd_sc_hd__clkdlybuf4s50_1         490
cell usage after synthesis (7+ instances only):
cell,number
sky130_fd_sc_hd__clkbuf_1,10
sky130_fd_sc_hd__nor2_1,19
sky130_fd_sc_hd__nand3_1,12
sky130_fd_sc_hd__xnor2_1,25
sky130_fd_sc_hd__xor2_1,11
sky130_fd_sc_hd__dfxtp_1,84
sky130_fd_sc_hd__nor3b_1,7
sky130_fd_sc_hd__nand2_1,17
sky130_fd_sc_hd__a22oi_1,14
sky130_fd_sc_hd__nor2b_1,17
sky130_fd_sc_hd__and3_1,9
sky130_fd_sc_hd__inv_1,19
sky130_fd_sc_hd__o32ai_1,7
sky130_fd_sc_hd__nor3_1,14
sky130_fd_sc_hd__nand4_1,10
sky130_fd_sc_hd__a21oi_1,7
sky130_fd_sc_hd__ha_1,16
cell usage in the layout (no fill, tap or decap), types with 3 or more instances in the layout:
master                             n
sky130_fd_sc_hd__a21oi_1           7
sky130_fd_sc_hd__a22oi_1          14
sky130_fd_sc_hd__and2_1            4
sky130_fd_sc_hd__and3_1            9
sky130_fd_sc_hd__buf_4             3
sky130_fd_sc_hd__clkbuf_1          3
sky130_fd_sc_hd__clkbuf_8         10
sky130_fd_sc_hd__clkdlybuf4s50_1  32
sky130_fd_sc_hd__clkinv_2          3
sky130_fd_sc_hd__dfxtp_1          84
sky130_fd_sc_hd__ha_1             16
sky130_fd_sc_hd__inv_1            19
sky130_fd_sc_hd__nand2_1          17
sky130_fd_sc_hd__nand3_1          12
sky130_fd_sc_hd__nand4_1          10
sky130_fd_sc_hd__nor2_1           19
sky130_fd_sc_hd__nor2b_1          17
sky130_fd_sc_hd__nor3_1           14
sky130_fd_sc_hd__nor3_2            3
sky130_fd_sc_hd__nor3b_1           7
sky130_fd_sc_hd__nor4_1            6
sky130_fd_sc_hd__o32ai_1           7
sky130_fd_sc_hd__or2_2             6
sky130_fd_sc_hd__xnor2_1          25
sky130_fd_sc_hd__xor2_1           11
layout make-up:
cell class | count | share of cell area, %
clock inverter | 3 | 0.367
tap | 105 | 3.21
clock buffer | 13 | 3.63
timing repair buffer | 35 | 8.37
multi-input combinational | 230 | 40.2
inverter | 19 | 1.74
sequential | 86 | 42.5
per-stage QoR:
step	util, %	area [um2]	hold WS [ps]	setup WS (ps)
6_report	48.9	4100	457	353
5_1_grt	48.9	4100	488	179
4_1_cts	48.9	4100	461	353
3_5_place_dp	46.9	3930	450	346
3_3_place_gp	46.9	3930	451	417
2_1_floorplan	-	3520	415	1700
final timing paths:
kind	cells after the start	slack (ps)	end	start
max	5	350	col_r[3]	SW[1]
min	1	460	flip-flop	count[0]$_SDFF_PP0_
max reg2reg	5	2380	d2g.clk_out$_DFFE_PN_	d2g.count[0]$_SDFF_PN0_
min reg2reg	1	460	flip-flop	count[0]$_SDFF_PP0_
Power is estimated from default activity; no workload was simulated.
