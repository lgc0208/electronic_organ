### flow/run.sh
#!/bin/bash
# OpenROAD 26Q1-2900-gdf79404cd8, Yosys 0.63+post, stock flow scripts
make -C /OpenROAD-flow-scripts/flow DESIGN_CONFIG=/design/flow/config.mk WORK_HOME=/design/flow/orfs finish
### flow/config.mk
export PLATFORM = sky130hd
export DESIGN_NAME = show_seg_tube
export DESIGN_NICKNAME = show_seg_tube
export VERILOG_FILES = /design/flow/design.v
export SDC_FILE = /design/flow/constraint.sdc
export NUM_CORES = 4
export LEC_CHECK = 1
export CORE_AREA = 10 10 70 70
export DIE_AREA = 0 0 80 80
### flow/constraint.sdc
current_design show_seg_tube

set clk_period 1.0
set clk_io_pct 0.2

create_clock -name clk0 -period $clk_period

set non_clock_inputs [all_inputs -no_clocks]
set_input_delay [expr $clk_period * $clk_io_pct] -clock clk0 $non_clock_inputs
set_output_delay [expr $clk_period * $clk_io_pct] -clock clk0 [all_outputs]
### flow/design.v
module show_seg_tube(key, clk, seg);
	input [6:0] key;
	input clk;
	output reg [7:0]seg;
	always@(clk)
	begin
	if(key[0] == 1) begin seg <= 8'b0000_0110; end  
	else if(key[1] == 1) begin seg <= 8'b0101_1011; end  
	else if(key[2] == 1) begin seg <= 8'b0100_1111; end  
	else if(key[3] == 1) begin seg <= 8'b0110_0110; end  
	else if(key[4] == 1) begin seg <= 8'b0110_1101; end  
	else if(key[5] == 1) begin seg <= 8'b0111_1101; end  
	else if(key[6] == 1) begin seg <= 8'b0000_0111; end  
	else begin seg <= 8'b0000_0000; end
	end
endmodule
==> CHANGELOG.md <==
### Changed

* Clock buf count at 0
* Sw Pwr at 0.0522 mW
* YS warnings at 1
* Util after Layout at 11.0%
* Rows at 21
* F_max at 800 MHz
* Hold Crit Class: input pin to output port
* Post-Syn Area at 113 µm²
* CP Data Arrival Time at 1.05 ns
* Cells after synthesis at 19
* YS chip area at 113 µm²
* Vias in the first global route at 223
* DRT antenna net count at 0
* Avg Cell Area, Syn at 5.93 µm²
* Via density at 2.87
* PD cells at 329 mW/mm²
* Slew Viols, Final at 0
* Final GP Congestion at 0.757
* Share of power burned in the clock network at 0%
* Leakage power at 0.148 nW
* Antenna violations before repair at 0
* Worst Setup Slack, final at -0.251 ns
* Max-area cell share at 16.7%
* Internal power at 0.0708 mW
* Sw frac at 42.4%
* Final WL at 722 µm
* Fp util at 3.30%
* # Cells Yosys at 19
* Peak VDD IR at 0.0378 mV
* Area leader, netlist: nor4_1
* HPWL Detailed at 542 µm
* Tool warning count at 35
* Routed wire per std cell at 8.60 µm
* Residual overflow from global routing at 0
* Flop pwr share at 0%
* Top area cell types: nor4_1 17%, a21oi_1 13%, nor3_1 8.9%, or4b_1 8.9%, a221oi_1 7.8%
* Post-synth cell types at 13
* Share of layout cells above drive strength 1 at 68.4%
* FF+latch area at 0 µm²
* Die X-Extent at 80 µm
* Tmin final at 1.25 ns
* Die area at 0.00640 mm²
* Worst-path fanout max at 2
* Commonest cells in the synthesized netlist: 3 x a21oi_1, 3 x nor4_1, 2 x inv_1, 2 x nor3_1
* Final Hold Vio Count at 0
* First-pass GRT wire length at 1120 µm
* Fin crit share at 125%
* # setup viols final at 7
* # DRC at 0
* Synthesis-to-finish area growth at 232%
* Max cap viols at 0
* Setup CP Type: input pin to output port
* Failing checks: negative setup slack
* RSZ-0062 raised after global routing: yes
* Drt first pass iters at 4
* N_diodes at 0
* Area of the multi-input gates at 135 µm²
* Critical path endpoint category: output port
* CP required at 0.80 ns
* GRT Overall Usage at 1.96%
* Port bufs at 14
* Die H at 80 µm
* Core area at 0.00342 mm²
* # hold bufs at CTS at 0
* Setup TNS at -0.942 ns
* Filler cells at 392
* Synth Seq Share at 0%
* Flop count at 0
* Logic pwr share at 100.0%
* Largest net degree at the start of global routing at 9
* Status: finished, violations left
* # IOs at 16
* Total number of vias at 241
* Iteration-0 DRC count of the detailed router at 3
* CP Launch Type: input pin
* Setup WS pre-CTS at -0.981 ns
-- cell families (layout without fill, tap and decap cells) --
kind of cell	after synthesis	count (layout)	synth area share, %
AND-OR/OR-AND	7	7	42.2
AND/OR/NAND/NOR	7	7	37.8
buffers and inverters	4	23	16.7
other	1	1	3.33
-- final timing paths --
path	start	to	slack [ns]	cells after the start
setup / recovery	key[4]	seg[4]	-0.25	4
hold / removal	key[1]	seg[5]	0.67	3
-- area by class of cell --
cell class	instances	area share, %
inverter	2	2.01
multi-input combinational	15	36.1
tap	46	15.4
timing repair buffer	21	46.5
-- routing by layer --
metal / vias up / GRT usage, % / part of all wire, %
met3: 0 / 0.909 / 15
met4: 0 / 0 / 0
met5: - / 0 / 0
met1: 114 / 2.70 / 46
met2: 16 / 2.89 / 39
li1: 111 / - / -
-- critical path, cell delays in order --
cell,delay [ns]
buf_6,0.09
or4b_1,0.52
a21oi_1,0.13
buf_2,0.11
-- placed cells by master (no fill, tap or decap), types with 3 or more instances in the layout --
master	count
a21oi_1	3
buf_4	3
buf_6	9
buf_2	7
-- power groups by stage --
| stage | Clock, mW | Sequential, mW | Combinational (mW) |
|---|---|---|---|
| 4_1_cts | 0 | 0 | 0.112 |
| 5_1_grt | 0 | 0 | 0.135 |
| 6_report | 0 | 0 | 0.123 |
-- per-stage QoR --
step / hold slack (ns) / instance area [µm²] / total power [mW] / instances
2_1_floorplan: 0.416 / 113 / 0.0244 / 19
3_3_place_gp: 1.38 / 344 / 0.110 / 83
3_5_place_dp: 1.39 / 344 / 0.111 / 83
4_1_cts: 0.724 / 352 / 0.112 / 83
5_1_grt: 0.685 / 374 / 0.135 / 84
6_report: 0.668 / 374 / 0.123 / 84
-- what timing repair did --
action | 4_1_cts | 5_1_grt
gates resized | 60 | 7
endpoints found under the setup margin | 7 | 7
pin swaps | 8 | 6
buffers inserted | 0 | 1
Power figures rest on the tool's default switching activity, not on a simulated workload.
